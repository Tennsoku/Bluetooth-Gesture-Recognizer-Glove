## design/flow/config.mk

```make
export PLATFORM = sky130hd
export DESIGN_NAME = hex_display_controller
export DESIGN_NICKNAME = hex_display_controller
export VERILOG_FILES = /design/flow/design.v
export SDC_FILE = /design/flow/constraint.sdc
export NUM_CORES = 4
export LEC_CHECK = 1
export CORE_UTILIZATION = 40
```

## design/flow/constraint.sdc

```tcl
current_design hex_display_controller

set clk_period 26.0
set clk_io_pct 0.2

create_clock -name clk0 -period $clk_period [get_ports {clk}]

set non_clock_inputs [all_inputs -no_clocks]
set_input_delay [expr $clk_period * $clk_io_pct] -clock clk0 $non_clock_inputs
set_output_delay [expr $clk_period * $clk_io_pct] -clock clk0 [all_outputs]
```

## design/flow/design.v

```verilog
`timescale 1ns / 1ps
module bcd(
    input wire [15:0] num,
    output reg [3:0] D0,
    output reg [3:0] D1,
    output reg [3:0] D2,
    output reg [3:0] D3,
    output reg [3:0] D4
    );
    reg [35:0] shift;
    integer i;
    always @(num) begin
        shift[35:16] = 0;
        shift[15:0] = num;
        for (i = 0; i < 16; i = i + 1) begin
            if (shift[19:16] >= 5)
                shift[19:16] = shift[19:16] + 3;
            if (shift[23:20] >= 5)
                shift[23:20] = shift[23:20] + 3;
            if (shift[27:24] >= 5)
                shift[27:24] = shift[27:24] + 3;
            if (shift[31:28] >= 5)
                shift[31:28] = shift[31:28] + 3;
            if (shift[35:32] >= 5)
                shift[35:28] = shift[35:28] + 3;
            shift = shift << 1;
        end
        D4 = shift[35:32];
        D3 = shift[31:28];
        D2 = shift[27:24];
        D1 = shift[23:20];
        D0 = shift[19:16];
    end
endmodule
`timescale 1ns / 1ps
module clk_divider #(
    parameter cnt_val = 10
    )(
    input wire in_clk,
    input wire reset,
    output wire out_clk
    );
    reg [15:0] counter;
    always @(posedge in_clk) begin
        if (reset == 1'b1) begin
            counter <= 0;
        end else begin
            if (counter == cnt_val - 1) begin
                counter <= 0;
            end else begin
                counter <= counter + 1;
            end
        end
    end
    assign out_clk = (counter >= cnt_val/2);
endmodule
`timescale 1ns / 1ps
module counter #(
    parameter WIDTH = 3,
    parameter cnt_val = 6
    )(
    input wire clk,
    input wire rst,
    output reg [WIDTH-1:0] count
    );
    always @(posedge clk) begin
        if (rst == 1'b1) begin
            count <= 0;
        end else begin
            if (count == cnt_val - 1) begin
                count <= 0;
            end else begin
                count <= count + 1;
            end
        end
    end
endmodule
`timescale 1ns / 1ps
module hex_display_controller #(
    parameter cnt_val = 23000
    )(
    input wire rst,
    input wire clk,
    input wire [15:0] num,
    output wire [7:0] anodes,
    output wire [6:0] cathodes,
    output wire dp
    );
    wire display_clk;
    wire [2:0] sel;
    wire negative;
    wire [15:0] converted_num;
    wire [3:0] D0, D1, D2, D3, D4, D5;
    wire [3:0] out_mux_d;
    wire out_mux_negative;
    reg [5:0] sel_decode;
    assign anodes = {{2{1'b1}}, ~sel_decode};
    assign negative = num[15];
    assign converted_num = (negative) ? (~num + 1) : num;
    always @(sel) begin: anode_decode
        case(sel)
            3'h0: sel_decode = 6'b000001;
            3'h1: sel_decode = 6'b000010;
            3'h2: sel_decode = 6'b000100;
            3'h3: sel_decode = 6'b001000;
            3'h4: sel_decode = 6'b010000;
            3'h5: sel_decode = 6'b100000;
            default: sel_decode = 0;
        endcase
    end
    clk_divider #(
        .cnt_val(cnt_val)
    ) uclk_divider(
        .in_clk(clk),
        .out_clk(display_clk),
        .reset(rst)
    );
    bcd ubcd(
        .num(converted_num),
        .D0(D0),
        .D1(D1),
        .D2(D2),
        .D3(D3),
        .D4(D4)
    );
    segment_decoder useg_decoder(
        .digit(out_mux_d),
        .dp_in(1'b1),
        .negative(out_mux_negative),
        .segments(cathodes),
        .dp_out(dp)
    );
    mux_6x1 #(
        .WIDTH(4)
    ) umux_digit(
        .D0(D0),
        .D1(D1),
        .D2(D2),
        .D3(D3),
        .D4(D4),
        .D5(4'h0),
        .sel(sel),
        .out(out_mux_d)
    );
    mux_6x1 #(
        .WIDTH(1)
    ) umux_negative(
        .D0(1'b0),
        .D1(1'b0),
        .D2(1'b0),
        .D3(1'b0),
        .D4(1'b0),
        .D5(negative),
        .sel(sel),
        .out(out_mux_negative)
    );
    counter #(
        .WIDTH(3),
        .cnt_val(6)
    ) ucounter(
        .clk(display_clk),
        .rst(~rst),
        .count(sel)
    );
endmodule
`timescale 1ns / 1ps
module mux_6x1#(
    parameter WIDTH = 4
    )(
    input wire [WIDTH-1:0] D0,
    input wire [WIDTH-1:0] D1,
    input wire [WIDTH-1:0] D2,
    input wire [WIDTH-1:0] D3,
    input wire [WIDTH-1:0] D4,
    input wire [WIDTH-1:0] D5,
    input wire [2:0] sel,
    output reg [WIDTH-1:0] out
    );
    always @(*) begin
        case(sel)
            3'h0: out = D0;
            3'h1: out = D1;
            3'h2: out = D2;
            3'h3: out = D3;
            3'h4: out = D4;
            3'h5: out = D5;
            default: out = 0;
        endcase
    end
endmodule
`timescale 1ns / 1ps
module segment_decoder(
    input wire [3:0] digit,
    input wire dp_in,
    input wire negative,
    output wire [6:0] segments,
    output wire dp_out
    );
    reg [6:0] hex_out;
    assign dp_out = dp_in;
    always @(*) begin
        if (negative == 1'b1) begin
            hex_out = 7'b1111110;
        end else begin
            case (digit)
                4'b0000 :   hex_out = 7'b0000001;
                4'b0001 :   hex_out = 7'b1001111;
                4'b0010 :   hex_out = 7'b0010010;
                4'b0011 :   hex_out = 7'b0000110;
                4'b0100 :   hex_out = 7'b1001100;
                4'b0101 :   hex_out = 7'b0100100;
                4'b0110 :   hex_out = 7'b0100000;
                4'b0111 :   hex_out = 7'b0001111;
                4'b1000 :   hex_out = 7'b0000000;
                4'b1001 :   hex_out = 7'b0000100;
                4'b1010 :   hex_out = 7'b0001000;
                4'b1011 :   hex_out = 7'b1100000;
                4'b1100 :   hex_out = 7'b0110001;
                4'b1101 :   hex_out = 7'b1000010;
                4'b1110 :   hex_out = 7'b0110000;
                4'b1111 :   hex_out = 7'b0111000;
            endcase
        end
    end
    assign segments = hex_out;
endmodule
```

## design/flow/run.sh

```bash
#!/bin/bash
# OpenROAD 26Q1-2900-gdf79404cd8, Yosys 0.63+post, stock flow scripts
make -C /OpenROAD-flow-scripts/flow DESIGN_CONFIG=/design/flow/config.mk WORK_HOME=/design/flow/orfs finish
```

==> results.sh <==
# yosys + openroad results
export IMPL_insertedDiodeCount=0
export IMPL_cts_buffer_depth=2
export IMPL_drtIter0Drc=347
export IMPL_grt_use_total_pct=19.6
export IMPL_logic_area_um2=6810
export IMPL_yosys_stat_area_um2=7170
export IMPL_cp_data_arrival_time_ns=20.15
export IMPL_wl_met2_mm=7.93
export IMPL_grt_overflow_total=0
export IMPL_fillCellCount=1634
export IMPL_cap_viol_max_count=0
export IMPL_slew_violations=0
export IMPL_drive_gt1_share_pct=25.7
export IMPL_fin_crit_sh_pct=97.5
export IMPL_place_inst=1253
export IMPL_synthArstFlopShare_pct=0
export IMPL_synth_seq_share_pct=5.30
export IMPL_hold_path_class="flip-flop to flip-flop"
export IMPL_synth_cell_type_count=116
export IMPL_cts_tree="done"
export IMPL_finish_utilization_pct=50.6
export IMPL_worstMarginPinSlew_ns=0.868
export IMPL_post_drt_via_cell_ratio=5.83
export IMPL_io_pin_count=34
export IMPL_syn2layout_area_growth_pct=22.7
export IMPL_worstSetupPathType="primary input to output pin"
export IMPL_postCtsHoldBufs=0
export IMPL_ys_warn_count=7
export IMPL_stdcell_area_um2=8810
export IMPL_die_y_um=136
export IMPL_cp_start_kind="primary input"
export IMPL_layoutNonFillerInstCount=1284
export IMPL_vias=7480
export IMPL_crit_path_end_kind="output pin"
export IMPL_grt_max_degree=17
export IMPL_remaining_drc_errors=0
export IMPL_grt_pass1_vias=6567
export IMPL_ff_type="dfxtp_1"
export IMPL_untimed_endpoints=9
export IMPL_dr_pass1_iters=5
export IMPL_insertion_delay_ns=0.24
export IMPL_tool_warnings=52
export IMPL_cp_max_fo=8
export IMPL_largest_area_cell="ha_1"
export IMPL_dpl_cell_area_um2=8090
export IMPL_finalSetupViolations=0
export IMPL_whs_ns=0.481
export IMPL_pre_cts_ws_ns=-0.477
export IMPL_clock_skew_ns=0.00153
export IMPL_ys_top_cells_by_area="ha_1 (12%), dfxtp_1 (5.3%), xnor2_1 (4.8%)"
export IMPL_clk_pin_slew_ns=0.05
export IMPL_dieArea_um2=18500
export IMPL_place_congestion=0.900
export IMPL_hold_viol=0
export IMPL_io_buffers=30
export IMPL_floorplan_core_util_pct=41.2
export IMPL_syn_area_per_cell_um2=7.47
export IMPL_edf_count=0
export IMPL_grt_antenna_before_repair=0
export IMPL_unclocked_regs=3
export IMPL_ant_nets=0
export IMPL_final_cell_mix="buf_4 (81), nor2_1 (79), inv_1 (71), nand2_1 (63), ha_1 (48)"
export IMPL_hpwl_mm=14.3
export IMPL_ys_cells=961
export IMPL_seq_area_um2=380
export IMPL_avgRoutedWirePerCell_um=14.1
export IMPL_tns_ns=0
export IMPL_fin_crit_ns=25.35
export IMPL_maxSlewHeadroom_pct=41.6
export IMPL_top_layer="met4"
export IMPL_rows=48
export IMPL_cts_root_buf="clkbuf_16"
export IMPL_clock_fmax_mhz=39.5
export IMPL_synth_cells=961
export IMPL_lay_top_count="buf_4"
export IMPL_synth_top_area_share_pct=12.0
export IMPL_met1_length_mm=9.52
export IMPL_h_tree_depth=1
export IMPL_reg2reg_slack_ns=24.36
export IMPL_fp_dieW_um=136
export IMPL_ys_ff=19
export IMPL_cts_buffers=3
export IMPL_grt_pass1_wl_mm=30.4
export IMPL_path_common_cell="ha_2"
export IMPL_wl_met3_um=606
export IMPL_cp_slowest_stage_delay_ns=0.58
export IMPL_fin_ws_ns=0.652
export IMPL_outcome="finished clean"
export IMPL_required_ns=20.80
export IMPL_drt_wl_total_mm=18.1
export IMPL_critPathSlowestCell="or4_4"
export IMPL_coreArea_um2=17400
export IMPL_syn_cell_area_um2=7170
## repair_timing
item                                    CTS  global route
resized                                   9            90
endpoints found under the setup margin    7             7
pin swaps                                 2            45
buffers inserted                          4            23
## logic make-up (layout without fill, tap and decap cells)
group,count (synthesis),in the layout,synth area share [%]
flip-flops,19,19,5.30
AND-OR/OR-AND,305,305,34.0
adder cells (fa/ha/maj),69,69,12.0
multiplexers,53,53,8.46
other,1,3,0.0523
AND/OR/NAND/NOR,345,345,25.1
buffers and inverters,106,202,6.28
XOR/XNOR,63,63,8.79
## final cells by class
type | count | area share [%]
well taps | 225 | 3.20
clock buffers | 4 | 1.01
multi-input cells | 838 | 77.3
repair buffers | 111 | 10.3
flip-flops and latches | 19 | 4.32
inverters | 87 | 3.79
## flip-flops by register name, indices dropped and copies added, names as in the netlist
| signal | flops |
|---|---|
| uclk_divider.counter | 16 |
| ucounter.count | 3 |
## metal layers
| metal | GRT usage (%) | vias to the layer above |
|---|---|---|
| li1 | - | 3840 |
| met1 | 30.1 | 3482 |
| met2 | 31.7 | 152 |
| met3 | 0.836 | 6 |
| met4 | 1.42 | 0 |
| met5 | 0 | - |
## cell usage after synthesis, types with 5 or more instances
cell type  number
a211o_1        13
a211oi_1       19
a211oi_2        6
a21o_1         11
a21oi_1        43
a21oi_2         5
a311o_1         5
a31oi_1        14
and2_1         10
and3_1         12
and4_1          5
clkbuf_1        9
dfxtp_1        19
ha_1           69
inv_1          79
mux2_2         13
mux2i_1        30
nand2_1        65
nand2b_1       20
nand3_1        46
nand3b_1        6
nand4_1        10
nor2_1         85
nor3_1         22
nor3b_1         5
nor4_1          7
o211a_1         5
o211ai_1       20
o21a_1          5
o21ai_0        39
o21ai_1        11
o21bai_1        5
o22ai_1        10
o31a_1          5
o31ai_1        11
o32ai_1         6
or2_2           7
or3_1          10
or4_1           7
xnor2_1        39
xor2_1         15
## worst paths after layout
check | to | start | cells after the start
setup / recovery | cathodes[5] | num[12] | 79
hold / removal | uclk_divider.counter[0] | uclk_divider.counter[0] | 1
setup reg to reg | uclk_divider.counter[11] | uclk_divider.counter[0] | 4
hold reg to reg | uclk_divider.counter[0] | uclk_divider.counter[0] | 1
## critical path: cells and delay by family
family / cells / cell delay [ns]
AND/OR/NAND/NOR: 28 / 4.91
AND-OR/OR-AND: 15 / 3.70
adder cells (fa/ha/maj): 13 / 2.72
buffers and inverters: 12 / 1.78
XOR/XNOR: 9 / 1.49
multiplexers: 2 / 0.35
